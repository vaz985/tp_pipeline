==> flow/config.mk <==
export PLATFORM = sky130hd
export DESIGN_NAME = displayDecoder
export DESIGN_NICKNAME = displayDecoder
export VERILOG_FILES = /design/flow/design.v
export SDC_FILE = /design/flow/constraint.sdc
export NUM_CORES = 4
export LEC_CHECK = 1
export CORE_AREA = 10 10 70 70
export DIE_AREA = 0 0 80 80
==> flow/constraint.sdc <==
current_design displayDecoder

set clk_period 1.4
set clk_io_pct 0.2

create_clock -name clk0 -period $clk_period

set non_clock_inputs [all_inputs -no_clocks]
set_input_delay [expr $clk_period * $clk_io_pct] -clock clk0 $non_clock_inputs
set_output_delay [expr $clk_period * $clk_io_pct] -clock clk0 [all_outputs]
==> flow/design.v <==
module displayDecoder(
	input[3:0]		entrada,
	output reg [0:6]		saida
);
	always@(entrada)begin
		case(entrada[3:0])
			4'b0000:saida = 7'b0000001;  
			4'b0001:saida = 7'b1001111;  
			4'b0010:saida = 7'b0010010;  
			4'b0011:saida = 7'b0000110;  
			4'b0100:saida = 7'b1001100;  
			4'b0101:saida = 7'b0100100;  
			4'b0110:saida = 7'b0100000;  
			4'b0111:saida = 7'b0001111;  
			4'b1000:saida = 7'b0000000;  
			4'b1001:saida = 7'b0000100;  
			4'b1010:saida = 7'b0001000;  
			4'b1011:saida = 7'b1100000;  
			4'b1100:saida = 7'b0110001;  
			4'b1101:saida = 7'b1000010;  
			4'b1110:saida = 7'b0110000;  
			4'b1111:saida = 7'b0111000;  
		default: saida = 7'b1111111;
		endcase
	end
endmodule
==> flow/run.sh <==
#!/bin/bash
# OpenROAD 26Q1-2900-gdf79404cd8, Yosys 0.63+post, stock flow scripts
make -C /OpenROAD-flow-scripts/flow DESIGN_CONFIG=/design/flow/config.mk WORK_HOME=/design/flow/orfs finish
==> results.ini <==
[logic_synthesis]
synthCells=33
syn_area_per_cell_um2=8.15
yosys_area_um2=269
top_cell_area_share_pct=32.6
yosysSeqAreaShare_pct=0
synth_area_um2=269
yosys_warnings=1
area_leaders=ha_1 (33%), mux2i_1 (22%), mux4_2 (8.4%)
yosysTopAreaCell=ha_1
ys_types=13
ys_cells=33

[power]
ir_worst_vdd_mv=0.0407
power.density_nw_per_um2=255
leakagePower_nw=0.262
design_power_total_mw=0.153

[timing]
fin_ws_ns=-0.131
max_slew.worst_pin.slew_ns=0.161
final_max_slew_viol_count=0
setup_violations=2
maxClockFrequency_mhz=653
holdWs_ns=1.00
hold_viol=0
rsz0062_at_grt=yes
fin_crit_ns=1.53
relSlewSlack_pct=89.0
period_used_pct=109

[min_path]
hold_class=in -> out
worstHoldPathCells=4
min_from=entrada[1]
hold_path_end=saida[1]

[die]
io_pins=11
placementRows=21
core_um2=3420
die_x_um=80
die_h_um=80
initCoreUtil_pct=7.88
die-area_um2=6400

[flow_run]
tool_warnings=40
cap_violations=0

[global_routing]
grt_max_degree=11
grt_pass1_wl_um=1430
track_usage_pct=2.54
antenna_found_initial=0
grt_overflow=0
first_global_vias=307

[layout]
clkbuf_count=0
nFlopsAndLatches=0
stdcell_area_um2=599
fin_util_pct=17.5
mostFrequentLayoutCells=buf_6 (7), mux2i_1 (6), buf_2 (6)
layout-drive-gt1-share_pct=63.0
layout_top_cell=buf_6
final-seq-area_um2=0
area_delta_synth_final_pct=123

[clock_network]
cts_hold_buf=0

[route]
ant_nets=0
routed-via-count=324
diodes=0
route.detailed.drc=0
drtIter0Drc=3
wl_per_cell_um=8.33
routed_wl_um=833
dr.pass1.iters=2
via_per_inst=3.24

[outcome]
violations=negative setup slack
status=finished, violations left

[worst_setup_path]
arrival_ns=1.25
critical_path.startpoint_type=input port
required_ns=1.12
crit_path_max_fanout=4
timing_worst_setup_path_type=in -> out
endpoint_kind=output port

[placed_design]
place.gp.congestion=0.769
dpl_cell_area_um2=482
pre_cts_slack_ns=-0.902
port_buffers=11

## routing by layer
metal | up-vias | track usage (%) | routed length, um
li1 | 161 | - | -
met1 | 155 | 3.57 | 426
met2 | 8 | 4.09 | 340
met3 | 0 | 0.568 | 66
met4 | 0 | 0 | 0
met5 | - | 0 | 0
## area by class of cell
class | instances | area (um^2)
tap | 46 | 57.6
inverter | 3 | 18.8
multi-input combinational | 28 | 310
timing repair buffer | 23 | 213
fill | 377 | 2820
## how the worst max path moves through the flow
stage / start / end / slack, ns / depth (start not counted)
after CTS: entrada[0] / saida[3] / -0.12 / 6
after global routing: entrada[1] / saida[3] / -0.17 / 5
final: entrada[0] / saida[3] / -0.13 / 5
## Yosys cell counts
| master | count |
|---|---|
| o21ai_1 | 2 |
| a21oi_1 | 2 |
| nor2_1 | 5 |
| o211ai_1 | 1 |
| clkbuf_1 | 1 |
| buf_6 | 1 |
| nand2b_1 | 2 |
| mux4_2 | 1 |
| inv_1 | 3 |
| ha_1 | 7 |
| mux2i_1 | 6 |
| nand2_1 | 1 |
| a32o_1 | 1 |
## power breakdown
part / internal [mW] / switching (mW)
Combinational: 0.0911 / 0.0617
Clock: 0 / 0
Sequential: 0 / 0
Total: 0.0911 / 0.0617
## logic make-up (layout without fill, tap and decap cells)
| kind of cell | Yosys count | in the layout | synth area share (%) |
|---|---|---|---|
| AND/OR/NAND/NOR | 8 | 8 | 13.0 |
| buffers and inverters | 5 | 26 | 9.77 |
| adder cells (fa/ha/maj) | 7 | 7 | 32.6 |
| multiplexers | 7 | 7 | 30.7 |
| AND-OR/OR-AND | 6 | 6 | 14.0 |
## metrics by stage
step | setup TNS [ns] | instances
floorplan | 0 | 33
global placement | -5.30 | 96
detailed placement | -5.34 | 96
CTS | -0.147 | 100
global route | -0.315 | 100
finish | -0.157 | 100
## worst max-delay path, stage by stage
cell	delay, ns
buf_8	0.10
buf_6	0.12
ha_4	0.16
mux4_2	0.46
buf_2	0.13
## what timing repair did
action,4_1_cts,5_1_grt
setup buffers,4,1
gates resized,58,5
endpoints found under the setup margin,7,6
pin swaps,8,5
No activity file was given, so power comes from the tool's default toggle rates.
